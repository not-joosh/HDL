===== design/flow/config.mk =====
export PLATFORM = sky130hd
export DESIGN_NAME = ALU_n_bit
export DESIGN_NICKNAME = ALU_n_bit
export VERILOG_FILES = /design/flow/design.v
export SDC_FILE = /design/flow/constraint.sdc
export NUM_CORES = 4
export LEC_CHECK = 1
export CORE_AREA = 10 10 91 91
export DIE_AREA = 0 0 101 101

===== design/flow/constraint.sdc =====
current_design ALU_n_bit

set clk_period 3.2
set clk_io_pct 0.2

create_clock -name clk0 -period $clk_period

set non_clock_inputs [all_inputs -no_clocks]
set_input_delay [expr $clk_period * $clk_io_pct] -clock clk0 $non_clock_inputs
set_output_delay [expr $clk_period * $clk_io_pct] -clock clk0 [all_outputs]

===== design/flow/design.v =====
module ALU_n_bit 
#(parameter n = 4)
(
	input [(n-1):0] A,
	input [(n-1):0] B,
	input CB_in,
	input [2:0] Mode,
	output reg [(n-1):0]Result,
	output reg CB_out
);
	always @(*)
	begin
			case (Mode)
				3'b000 	: 	begin  
									Result = A + B + CB_in; 
									CB_out  = (A + B + CB_in) > ((2**n)-1);
								end
				3'b001	:	begin  
									Result = ((A + CB_in) < B)? (B - (A+CB_in)) : ((A+CB_in) - B);
									CB_out = ((A + CB_in) < B)? 1'b1 : 1'b0; 
								end
				3'b010	:	begin  
									Result = A & B;
									CB_out = 0;
								end		
				3'b011	:	begin  
									Result = A | B;
									CB_out = 0;
								end	
				3'b100	:	begin  
									Result = (A ^ B);
									CB_out = 0;
								end	
				3'b101	:	begin  
									Result = ~A;
									CB_out = 0;
								end	
				3'b110	:	begin  
									Result = A + 1;  
									CB_out = (A == ((2**n) - 1));  
								end	
				default	:	begin  
									Result = (A < 1)? (1 - A) : (A - 1);
									CB_out = (A < 1)? 1'b1 : 1'b0;
								end	
			endcase
	end
endmodule 

===== design/flow/run.sh =====
#!/bin/bash
# OpenROAD 26Q1-2900-gdf79404cd8, Yosys 0.63+post, stock flow scripts
make -C /OpenROAD-flow-scripts/flow DESIGN_CONFIG=/design/flow/config.mk WORK_HOME=/design/flow/orfs finish

==> reports/metrics.yaml <==
status: "finished, violations left"
violations: "negative setup slack"
firstDrtPassIters: 4
core-area_um2: 6350
pwr-share-comb_pct: 100.0
track_usage_pct: 6.144
hold_viol: 0
vias: 1121
fin_crit_ns: 3.329
antenna_left: 0
rsz0062_at_grt: "true"
crit_type: "input pin to primary output"
num-clock-buffers: 0
synthToLayoutAreaGrowth_pct: 69.52
seqCellArea_um2: 0
dr.first_iter.drc_count: 31
io_buffer_count: 17
hp-class: "input pin to primary output"
drive_gt1_share_pct: 42.63
end_kind: "primary output"
crit_required_ns: 2.56
gp_congestion: 0.8836
yosysTopAreaCell: "ha_1"
finalCritPeriodShare_pct: 104.0
diodes: 0
synth_area_um2: 1010
power.density_nw_per_um2: 167.0
syn_inst: 136
post-route-drc-count: 0
power.switching_w: 0.0001281
holdWs_ns: 1.863
yosysSeqAreaShare_pct: 0
power_w: 0.0002858
dpl.cell_count: 262
vias_per_cell: 4.199
overflow: 0
grt_pass1_wl_um: 5264
fin_cells: 267
syn_avg_cell_area_um2: 7.424
clockPowerShare_pct: 0
fmax_mhz: 300.4
synth_warnings: 1
grt_max_degree: 11
finalSetupViolCount: 3
yosys_cells: 136
swShare_pct: 44.81
fillers: 650
topCellsByArea: "ha_1, fa_1, o21ai_0"
fp.dieW_um: 101
routed_wl_um: 3078
startpoint_type: "input pin"
ios: 17
max_cap_viol_count: 0
p_seq_share_pct: 0
power_leakage_nw: 0.7844
die_h_um: 101
num_rows: 29
dp_slack_ns: -0.9319
arrival_ns: 2.69
drv_slew: 0
synth_cell_types: 39
flops: 0
yosysChipArea_um2: 1010
p_int_w: 0.0001577
top_area_share_pct: 26.02
worstMarginPinSlew_ns: 0.3817
antenna_found_initial: 0
chipArea_um2: 10200
warning_count: 44
slew_headroom_pct: 74.22
crit_fanout: 2
wl_per_cell_um: 11.53
setup_slack_ns: -0.1293
vdd_drop_max_mv: 0.06072
dp_hpwl_um: 2569
fp_util_pct: 15.90
grt_pass1_vias: 1154
-- per-layer routing --
metal	global-route usage (%)	routed length [um]	up-vias
met4	0	0	0
met3	0.4158	67	0
met1	7.555	1453	526
met5	0	0	-
li1	-	-	586
met2	11.94	1557	9
-- cell usage in the layout, fill, tap and decap left out, drive strengths merged, types with 4 or more instances in the layout --
cell type | Yosys | routed
o21ai | 15 | 15
nand2b | 5 | 5
nor2b | 7 | 7
buf | 5 | 52
a21oi | 9 | 9
fa | 4 | 4
nor2 | 5 | 5
nand2 | 10 | 10
xor2 | 4 | 4
xnor2 | 4 | 4
inv | 12 | 12
clkdlybuf4s50 | 0 | 5
ha | 21 | 21
mux2i | 5 | 5
-- power groups by stage --
| stage | Sequential, W | Clock [W] | Combinational (W) |
|---|---|---|---|
| 4_1_cts | 0 | 0 | 0.000255 |
| 6_report | 0 | 0 | 0.000286 |
| 5_1_grt | 0 | 0 | 0.000320 |
-- final cells by class --
class,instances,area [um2],share of cell area (%)
repair buffers,62,493.0,28.80
multi-input cells,116,1077,62.94
well taps,77,96.34,5.629
inverters,12,45.04,2.632
-- what timing repair did --
action | 4_1_cts | 5_1_grt
buffers inserted | 0 | 5
hold buffers | 0 | 0
endpoints found under the setup margin | 5 | 4
pin swaps | 11 | 11
resized | 49 | 27
-- cell families (layout without fill, tap and decap cells) --
group           count (synthesis)  count (layout)  synth area share, %
fa+ha+maj                      25              25                33.95
buf+inv                        20              74                8.674
mux                             5               5                4.957
compound gates                 39              39                24.17
xor+xnor                        8               8                6.939
simple gates                   39              39                21.31
-- cell usage after synthesis, drive strengths merged, types with 2 or more instances --
| cell type | instances |
|---|---|
| inv | 12 |
| ha | 21 |
| a21oi | 9 |
| and2 | 2 |
| fa | 4 |
| mux2i | 5 |
| a31oi | 3 |
| xor2 | 4 |
| xnor2 | 4 |
| nor2 | 5 |
| nand2b | 5 |
| o21ai | 15 |
| nor2b | 7 |
| nand2 | 10 |
| nand3b | 2 |
| nor3 | 2 |
| nor3b | 2 |
| clkbuf | 3 |
| buf | 5 |
-- metrics by stage --
step	utilization [%]	cell area (um2)	setup TNS [ns]
2_1_floorplan	-	1040	0
3_3_place_gp	24.63	1564	-3.387
3_5_place_dp	24.63	1564	-3.390
4_1_cts	25.26	1604	-0.2586
5_1_grt	26.96	1712	-0.5054
6_report	26.96	1712	-0.1527
-- worst max-delay path, cell delays in order --
cell and delay (ns):
buf_8 0.10, ha_4 0.26, inv_2 0.04, ha_4 0.15, fa_2 0.39, nand2b_4 0.16, a21oi_4 0.14, mux2i_1 0.24
xnor2_1 0.09, a2111o_1 0.35, buf_2 0.12
-- path summary, 6_finish.rpt --
check,startpoint,endpoint,slack [ns],depth (start not counted)
setup / recovery,A[0],Result[3],-0.13,11
hold / removal,A[3],CB_out,1.86,5
No activity file was given, so power comes from the tool's default toggle rates.
