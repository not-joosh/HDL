==> flow/design.v <==
module Hex_to_7seg_Decoder (
	input [3:0] Hex,
	input DP,
	output reg [7:0] SSeg
);
	always @(*)
	begin
		case ({DP, Hex})        
			5'b00000 : SSeg = 8'b11111111;  
			5'b00001 : SSeg = 8'b10011111;  
			5'b00010 : SSeg = 8'b00100101;  
			5'b00011 : SSeg = 8'b00001101;  
			5'b00100 : SSeg = 8'b10011001;  
			5'b00101 : SSeg = 8'b01001001;  
			5'b00110 : SSeg = 8'b01000001;  
			5'b00111 : SSeg = 8'b00011111;  
			5'b01000 : SSeg = 8'b00000001;  
			5'b01001 : SSeg = 8'b00001001;  
			5'b01010 : SSeg = 8'b00010001;  
			5'b01011 : SSeg = 8'b11000001;  
			5'b01100 : SSeg = 8'b01100001;  
			5'b01101 : SSeg = 8'b10000101;  
			5'b01110 : SSeg = 8'b01100001;  
			5'b01111 : SSeg = 8'b01110001;  
			5'b10000 : SSeg = 8'b11111110;  
			5'b10001 : SSeg = 8'b10011110;  
			5'b10010 : SSeg = 8'b00100100;  
			5'b10011 : SSeg = 8'b00001100;  
			5'b10100 : SSeg = 8'b10011000;  
			5'b10101 : SSeg = 8'b01001000;  
			5'b10110 : SSeg = 8'b01000000;  
			5'b10111 : SSeg = 8'b00011110;  
			5'b11000 : SSeg = 8'b00000000;  
			5'b11001 : SSeg = 8'b00001000;  
			5'b11010 : SSeg = 8'b00010000;  
			5'b11011 : SSeg = 8'b11000000;  
			5'b11100 : SSeg = 8'b01100000;  
			5'b11101 : SSeg = 8'b10000100;  
			5'b11110 : SSeg = 8'b01100000;  
			5'b11111 : SSeg = 8'b01110000;  
		endcase
	end
endmodule 
==> flow/run.sh <==
#!/bin/bash
# OpenROAD 26Q1-2900-gdf79404cd8, Yosys 0.63+post, stock flow scripts
make -C /OpenROAD-flow-scripts/flow DESIGN_CONFIG=/design/flow/config.mk WORK_HOME=/design/flow/orfs finish
==> flow/config.mk <==
export PLATFORM = sky130hd
export DESIGN_NAME = Hex_to_7seg_Decoder
export DESIGN_NICKNAME = Hex_to_7seg_Decoder
export VERILOG_FILES = /design/flow/design.v
export SDC_FILE = /design/flow/constraint.sdc
export NUM_CORES = 4
export LEC_CHECK = 1
export CORE_AREA = 10 10 70 70
export DIE_AREA = 0 0 80 80
==> flow/constraint.sdc <==
current_design Hex_to_7seg_Decoder

set clk_period 1.1
set clk_io_pct 0.2

create_clock -name clk0 -period $clk_period

set non_clock_inputs [all_inputs -no_clocks]
set_input_delay [expr $clk_period * $clk_io_pct] -clock clk0 $non_clock_inputs
set_output_delay [expr $clk_period * $clk_io_pct] -clock clk0 [all_outputs]
==> flow_metrics.env <==
# yosys + openroad results
export IMPL_holdPathStages=3
export IMPL_warning_count=40
export IMPL_comb_power_share=1.000
export IMPL_wl_per_cell_um=8.729
export IMPL_ant_nets=0
export IMPL_maxSlewHeadroom=0.8888
export IMPL_grt_overflow_total=0
export IMPL_leakage_nw=0.2568
export IMPL_cp_required_ns=0.88
export IMPL_grt_max_degree=7
export IMPL_ys_area_um2=244.0
export IMPL_hpwlAfterDp_um=682.7
export IMPL_grt_pass1_wl_um=1331
export IMPL_grt_pass1_vias=308
export IMPL_swShare=0.3965
export IMPL_syn_area_per_cell_um2=8.714
export IMPL_cp_slowest_cell="mux4_2"
export IMPL_synth_area_top_cells="ha_1, mux4_2, inv_1"
export IMPL_drt_iter0_markers=0
export IMPL_fin_area_um2=593.1
export IMPL_crit_cells=6
export IMPL_die_h_um=80
export IMPL_dp_slack_ns=-1.223
export IMPL_die_w_um=80
export IMPL_worstPathArrival_ns=1.22
export IMPL_synth_top_cell_by_area="ha_1"
export IMPL_finalCriticalPeriod_ns=1.438
export IMPL_violations="negative setup slack"
export IMPL_cp_top_family="multiplexers"
export IMPL_drive_gt1_frac=0.7400
export IMPL_setup_viol=7
export IMPL_detail_route_first_pass_iterations=1
export IMPL_power_switching_mw=0.07618
export IMPL_clkPwrFrac=0
export IMPL_io_buffers=13
export IMPL_flops=0
export IMPL_ys_warn_count=1
export IMPL_clock_buffers=0
export IMPL_io_pins=13
export IMPL_grt_usage=0.02453
export IMPL_core_area_um2=3416
export IMPL_syn_instance_count=28
export IMPL_fin_crit_sh=1.307
export IMPL_max_freq_ghz=0.6956
export IMPL_p_int_mw=0.1159
export IMPL_synth_cell_type_count=15
export IMPL_drv_cap=0
export IMPL_cp_startpoint="Hex[0]"
export IMPL_synth_seq_share=0
export IMPL_startpoint_type="primary input"
export IMPL_drv_slew=0
export IMPL_critPathCaptureType="output port"
export IMPL_antennaDiodeCount=0
export IMPL_min_path_type="in2out"
export IMPL_ys_cells=28
export IMPL_area_growth_pct=143.1
export IMPL_hp_start="Hex[2]"
export IMPL_cp_num_buf_inv=4
export IMPL_syn_area_um2=244.0
export IMPL_path_max_fanout=3
export IMPL_die_area_um2=6400
export IMPL_hold_buffers=0
export IMPL_fp_util=0.07143
export IMPL_setup_ws_ns=-0.3376
export IMPL_drt_wl_total_um=838
export IMPL_worst_pin_slew_ns=0.1622
export IMPL_globalplace_congestion=0.6813
export IMPL_placedInstanceArea_um2=523.0
export IMPL_vdd_drop_max_mv=0.1054
export IMPL_vias=290
export IMPL_power_frac_seq=0
export IMPL_antenna_found_initial=0
export IMPL_critPathKind="in2out"
export IMPL_p_per_area_nw_per_um2=323.9
export IMPL_rsz0062_at_grt="true"
export IMPL_cp_cell_sequence="buf_12, inv_12, ha_4, inv_2, mux4_2, buf_2"
export IMPL_drc=0
export IMPL_final_util=0.1736
export IMPL_status="complete, but fails checks"
export IMPL_vias_per_cell=3.021
export IMPL_rows=21
export IMPL_hold_violations=0
export IMPL_lay_top_cells="buf_2, buf_4, ha_4, buf_6, dlygate4sd2_1"
export IMPL_slowest_delay_ns=0.44
export IMPL_seq_area_um2=0
export IMPL_top_cell_area_share=0.3077
[cells in the mapped netlist]
library cell	instances
nand3_1	1
a211oi_1	2
nor3b_1	1
o21ai_0	2
o31ai_1	1
inv_1	5
nand3b_1	2
nor2_1	1
and3b_1	1
mux2i_1	1
mux4_2	2
nor2b_1	1
buf_2	1
buf_6	1
ha_1	6
[cell type report]
cell class                      count  area [um^2]
Fill cell                         383         2823
Multi-Input combinational cell     21        292.8
Tap cell                           46        57.56
Timing Repair Buffer               24        203.9
Inverter                            5        38.79
[power groups by stage]
stage     Sequential [mW]  Combinational, mW  Clock (mW)
4_1_cts                 0              0.182           0
6_report                0              0.192           0
5_1_grt                 0              0.208           0
[what timing repair did]
action	4_1_cts	5_1_grt
pin swaps	5	3
buffers inserted	1	1
gates resized	54	10
endpoints found under the setup margin	8	7
[routing by layer]
metal  wire length, um  vias to the layer above  share of wire  GRT usage
met5                 0                        -              0          0
met4                 0                        0              0          0
met3                15                        0          0.018          0
met2               509                        4           0.61    0.05217
met1               314                      141           0.37    0.02721
li1                  -                      145              -          -
[through the flow]
step / hold slack [ns] / setup TNS (ns) / instances / power, mW
finish: 0.7823 / -1.239 / 96 / 0.1921
global route: 0.8079 / -1.473 / 96 / 0.2076
CTS: 0.8886 / -1.888 / 96 / 0.1821
detailed placement: 1.326 / -7.776 / 95 / 0.1789
global placement: 1.329 / -7.760 / 95 / 0.1769
floorplan: 0.4491 / -0.02607 / 28 / 0.06643
[final timing paths]
check,endpoint,slack [ns]
worst max-delay path,SSeg[4],-0.34
worst min-delay path,SSeg[5],0.78
[kinds of logic (layout without fill, tap and decap cells)]
logic type | after synthesis | count (layout) | share of synthesized area
compound gates | 5 | 5 | 0.1333
mux | 3 | 3 | 0.2256
simple gates | 7 | 7 | 0.1897
fa+ha+maj | 6 | 6 | 0.3077
buf+inv | 7 | 29 | 0.1436
[tightest hold or removal path, cell delays in order]
cell and delay, ns:
buf_2 0.15, o31ai_2 0.09, buf_2 0.10
No activity file was given, so power comes from the tool's default toggle rates.
