==> design/flow/design.v <==
module Counter_4bit(
	input Clk, nReset, Load, Count_en, Up,
	input [3:0] Count_in,
	output reg [3:0] Count_out
);
	always @(negedge Clk, negedge nReset)
		begin
			if(nReset == 0)  
				Count_out <= 4'b0000;
			else if(Load == 1)  
				Count_out <= Count_in;
			else if(Count_en == 1)  
				begin
					if(Up == 1)  
						Count_out <= Count_out + 1;
					else  
						Count_out <= Count_out - 1;
				end
		end
endmodule 
==> design/flow/run.sh <==
#!/bin/bash
# OpenROAD 26Q1-2900-gdf79404cd8, Yosys 0.63+post, stock flow scripts
make -C /OpenROAD-flow-scripts/flow DESIGN_CONFIG=/design/flow/config.mk WORK_HOME=/design/flow/orfs finish
==> design/flow/config.mk <==
export PLATFORM = sky130hd
export DESIGN_NAME = Counter_4bit
export DESIGN_NICKNAME = Counter_4bit
export VERILOG_FILES = /design/flow/design.v
export SDC_FILE = /design/flow/constraint.sdc
export NUM_CORES = 4
export LEC_CHECK = 1
export CORE_AREA = 10 10 70 70
export DIE_AREA = 0 0 80 80
==> design/flow/constraint.sdc <==
current_design Counter_4bit

set clk_period 1.4
set clk_io_pct 0.2

create_clock -name clk0 -period $clk_period [get_ports {Clk}]

set non_clock_inputs [all_inputs -no_clocks]
set_input_delay [expr $clk_period * $clk_io_pct] -clock clk0 $non_clock_inputs
set_output_delay [expr $clk_period * $clk_io_pct] -clock clk0 [all_outputs]
==> summary.txt <==
Physical implementation

Per the OpenROAD floorplan log, the height of the die is 80 um. The post-route netlist has 46.4% of its cells at a drive strength greater than 1. Once detail routing completed, the nets flagged for antenna violations numbered 0. The library cells used most frequently in the layout, excluding fill and tap cells, are sky130_fd_sc_hd__buf_4, sky130_fd_sc_hd__buf_2, sky130_fd_sc_hd__dfrtn_1, sky130_fd_sc_hd__clkdlybuf4s50_1. The largest registers in the layout are Count_out (4). Across the run, the number of max-cap violations was 0. The number of antenna violations at the first check in global routing is 0.

The run finished, with violations left. The sum of routed wire length over all layers is 940 um. The final setup TNS is -2.27 ns.

The kind of cell with the highest combined delay along the critical path is flip-flops. The clock-pin slew of the registers on the worst-case setup and hold paths is 0.03 ns. For this run, the register share of the synthesized area comes to 32.1%.

The number of cell instances after yosys synthesis is 32. The detailed-router iteration count before antenna repair is 4. Per STA, the worst path is made up of buf_2.

The critical-path cell with the highest stage delay is sky130_fd_sc_hd__dfrtn_1. Per the summary, power density relative to cell area is 852 mW/mm^2. Per the synth log, the flip-flop and latch total comes to 4. The pin count of the biggest net entering global routing is 12. For the final database, setup skew stands at 0.000795 ns. The TritonCTS clock tree is done.

Counting the buffers created by CTS gives 3. The pin closest to its max-slew limit shows a slew of 0.225 ns. The later pin in the worst-skew pair is clocked with a latency of 0.24 ns. The min-delay analysis places its worst path in the category reg2reg. The floorplan core area is 0.00342 mm^2. Counting the fill cells in the layout gives 394. TritonCTS reports the number of clock sinks as 4.

Note, the detailed placer reported a final HPWL of 756 um. For this block, the via count after detailed routing is 330. The largest single stage delay on the critical path is 0.41 ns. The peak supply drop is 0.304 mV. The last timing report of the flow puts the setup violation total at 7. The final hold violation count recorded for this run is 0. The count of mapped cells out of synthesis is 32.

The mapped netlist covers 312 um^2. Setup slack on the critical path of the routed design comes to -0.343 ns. Relative to the synthesized area, the layout overhead comes to 98.4%.

The final reports fail on setup timing. The global-route usage over all layers is 2.93%. The critical path data arrival time is 1.46 ns. The chip occupies 0.00640 mm^2.

The leading cell type in the layout, fill and taps excluded is sky130_fd_sc_hd__buf_4. For this run, the number of Yosys warnings is 1. Recorded from the global router log, the overflow total was 0. The yosys synthesis chip area is 312 um^2. The quantity of hold-fixing buffers added after cts is 0.

The total buffers and inverters traversed by the critical path is 1. The starting density of the core is 9.12%. The detailed router finished its first iteration with 18 violations. The number of rows in the core area is 21. The routed design shows a wire length per standard cell of 9.22 um. For reference, the most critical setup path is categorized as reg2out. For this run, the detailed router reports a per-instance via density of 3.24.

The number of global-route vias before repair is 320. The overall die width is 80 um. The register with the most flip-flops in the layout has 4 of them.

The post-synthesis cell type count is 22. Max fanout on the critical path was recorded as 2. The max-slew check reports its worst relative slack as 84.8%. The number of top-level pins is 13. The routed design ends up with an antenna cell count of 0. Setup repair after global routing could not meet its margin everywhere. Counting along the longest clock path gives a buffer depth of 2.

The final standard cell utilization of the core is 18.1%. Per the gpl log, the routability congestion estimate is 0.733. The type of destination of the critical path is an output port. The synthesized area per cell is 9.74 um^2. Summed over all cells, the static leakage comes to 0.000268 uW. The number of buffers inserted by port buffering is 12. After detailed routing, the number of remaining DRC violations is 0. The tool warning count is 28. The largest register by flop count is Count_out.

The wire length of the first global-routing pass is 1.49 mm. The cell sitting at the root of the clock tree is a sky130_fd_sc_hd__clkbuf_4. For the worst setup path, the data required time is 1.12 ns. The kind of start point of the critical path is a flip-flop. The number of slew-limit violations in the final report is 0. Looking at the clock tree report, the H-tree level count equals 1.
where the power goes:
group	switching [uW]	internal, uW	leakage (uW)
clock network	40.9	95.4	0.0000138
logic	96.4	147	0.000206
registers	10.0	137	0.0000480
cells by family (layout without fill, tap and decap cells):
group           count (synthesis)  after routing  synth area share [%]
flops                           4              4                  32.1
fa+ha+maj                       3              3                  14.5
compound gates                  8              8                  17.3
mux                             2              2                  6.43
xor+xnor                        2              2                  5.62
simple gates                   10             10                  19.3
buf+inv                         3             27                  4.82
path summary, 6_finish.rpt:
| kind | from | to | slack (ns) | cells past startpoint |
|---|---|---|---|---|
| hold / removal | Count_out[3] | Count_out[3] | 0.62 | 3 |
| hold reg to reg | Count_out[3] | Count_out[3] | 0.62 | 3 |
| setup reg to reg | Count_out[2] | Count_out[3] | -0.06 | 7 |
| setup / recovery | Count_out[0] | Count_out[0] | -0.34 | 1 |
| max in group asynchronous | nReset | Count_out[2] | 0.36 | 1 |
| min in group asynchronous | nReset | Count_out[0] | 0.83 | 1 |
timing repair:
item / 4_1_cts / 5_1_grt
pin swaps: 8 / 1
resized: 38 / 1
setup buffers: 4 / 1
endpoints found under the setup margin: 8 / 8
layer usage:
| metal | wire length (um) | GRT usage (%) | part of all wire [%] | vias up |
|---|---|---|---|---|
| met4 | 6 | 0.704 | 0.64 | 0 |
| met2 | 327 | 3.05 | 35 | 12 |
| met1 | 515 | 4.63 | 55 | 150 |
| li1 | - | - | - | 166 |
| met3 | 90 | 1.70 | 9.6 | 2 |
| met5 | 0 | 0 | 0 | - |
cell type report:
cell class	instances	area (um^2)	area share (%)
Tap cell	46	57.6	9.31
Sequential cell	4	100	16.2
Multi-Input combinational cell	25	231	37.4
Inverter	1	11.3	1.82
Timing Repair Buffer	23	195	31.6
Clock buffer	3	22.5	3.64
cells in the mapped netlist, drive strengths merged:
| master | instances | share of area, % |
|---|---|---|
| a21oi | 1 | 1.6 |
| dfrtn | 4 | 32 |
| mux2i | 2 | 6.4 |
| xor2 | 1 | 2.8 |
| or4b | 1 | 3.2 |
| a22oi | 1 | 2.4 |
| nor3b | 1 | 2.4 |
| clkbuf | 1 | 1.2 |
| o21ai | 3 | 4.8 |
| buf | 1 | 2.4 |
| inv | 1 | 1.2 |
| nor4bb | 1 | 3.2 |
| nand3 | 2 | 3.2 |
| fa | 1 | 6.4 |
| nand3b | 1 | 2.4 |
| a221o | 1 | 3.2 |
| xnor2 | 1 | 2.8 |
| ha | 2 | 8.0 |
| a21o | 1 | 2.4 |
| nor2 | 1 | 1.2 |
| nand2 | 3 | 3.6 |
| o2bb2ai | 1 | 2.8 |
worst min-delay path, stage by stage, from the launching register on:
cell and delay (ns):
sky130_fd_sc_hd__dfrtn_1 0.41, sky130_fd_sc_hd__buf_4 0.13, sky130_fd_sc_hd__a22oi_1 0.06, sky130_fd_sc_hd__nand3_1 0.09
per-stage QoR:
stage	hold WS [ns]	power (uW)	cells	area (um^2)	setup slack [ns]
final	0.616	526	102	618	-0.343
after global routing	0.650	577	102	618	-0.390
after CTS	0.631	522	101	598	-0.358
after detailed placement	0.633	364	94	533	-1.14
after global placement	0.628	360	94	533	-1.12
after floorplan	0.495	248	32	330	-0.462
Power figures rest on the tool's default switching activity, not on a simulated workload.
